===== /design/flow/config.mk =====
export PLATFORM = sky130hd
export DESIGN_NAME = top
export DESIGN_NICKNAME = top
export VERILOG_FILES = /design/flow/design.v
export SDC_FILE = /design/flow/constraint.sdc
export NUM_CORES = 4
export LEC_CHECK = 1
export CORE_UTILIZATION = 30

===== /design/flow/constraint.sdc =====
current_design top

set clk_period 79.8
set clk_io_pct 0.2

create_clock -name clk0 -period $clk_period [get_ports {clk}]

set non_clock_inputs [all_inputs -no_clocks]
set_input_delay [expr $clk_period * $clk_io_pct] -clock clk0 $non_clock_inputs
set_output_delay [expr $clk_period * $clk_io_pct] -clock clk0 [all_outputs]

===== /design/flow/design.v =====
module top  (input  logic 	 clk, reset,            
	     	 output logic[31:0] writedata, dataadr,
             output logic[31:0] pc, instr,
	     	 output logic       memwrite);  
   logic [31:0] readdata;    
   mips mips (clk, reset, pc, instr, memwrite, dataadr, writedata, readdata);  
   imem imem (pc[7:2], instr);  
   dmem dmem (clk, memwrite, dataadr, writedata, readdata);
endmodule
module dmem (input  logic        clk, we,
             input  logic[31:0]  a, wd,
             output logic[31:0]  rd);
   logic  [31:0] RAM[63:0];
   assign rd = RAM[a[31:2]];     
   always_ff @(posedge clk)
     if (we)
       RAM[a[31:2]] <= wd;       
endmodule
module imem ( input logic [5:0] addr, output logic [31:0] instr);
	always_comb
	   case ({addr,2'b00})		   	 
		 8'h00: instr = 32'h20040005;  
         8'h04: instr = 32'h20100001;  
		 8'h08: instr = 32'h00804024;  
		 8'h0c: instr = 32'h2005000c;  
		 8'h10: instr = 32'h20060044;  
		 8'h14: instr = 32'h200a0008;  
		 8'h18: instr = 32'h00ca3822;  
         8'h1c: instr = 32'h214a0000;  
		 8'h20: instr = 32'hbd460004;  
		 8'h24: instr = 32'had470004;  
		 8'h28: instr = 32'h00001020;  
		 8'h2c: instr = 32'h00a04020;  
		 8'h30: instr = 32'h0008482a;  
		 8'h34: instr = 32'h11300002;  
		 8'h38: instr = 32'h08000012;  
		 8'h3c: instr = 32'hfc000000;  
  8'h40: instr = 32'h00441020;  
		 8'h44: instr = 32'h2108ffff;  
         8'h48: instr = 32'h0008482a;  
		 8'h4c: instr = 32'hfc000000;  
		 8'h50: instr = 32'h1130fffb;  
  8'h54: instr = 32'h8d4b0004;  
		 8'h58: instr = 32'h0162602a;  
         8'h5c: instr = 32'h004b682a;  
		 8'h60: instr = 32'h018d5825;  
	     default:  instr = {32{1'bx}}; 
	   endcase
endmodule
module mips (input  logic        clk, reset,
             output logic[31:0]  pc,
             input  logic[31:0]  instr,
             output logic        memwrite,
             output logic[31:0]  aluout, writedata,
             input  logic[31:0]  readdata);
  logic        memtoreg, pcsrc, zero, alusrc, regdst, regwrite, jump, swplus;
  logic [2:0]  alucontrol;
  controller c (instr[31:26], instr[5:0], zero, memtoreg, memwrite, pcsrc,
                        alusrc, regdst, regwrite, jump, swplus, alucontrol);
  datapath dp (clk, reset, memtoreg, pcsrc, alusrc, regdst, regwrite, jump, swplus, alucontrol, zero, pc, instr, aluout, writedata, readdata);
endmodule
module controller(input  logic[5:0] op, funct,
                  input  logic     zero,
                  output logic     memtoreg, memwrite,
                  output logic     pcsrc, alusrc,
                  output logic     regdst, regwrite,
                  output logic     jump, swplus,
                  output logic[2:0] alucontrol);
   logic [1:0] aluop;
   logic       branch;
   maindec md (op, memtoreg, memwrite, branch, alusrc, regdst, regwrite, 
		 jump, swplus, aluop);
   aludec  ad (funct, aluop, alucontrol);
   assign pcsrc = branch & zero;
endmodule
module maindec (input logic[5:0] op, 
	              output logic memtoreg, memwrite, branch,
	              output logic alusrc, regdst, regwrite, jump, swplus,
	              output logic[1:0] aluop );
  logic [9:0] controls;
   assign {regwrite, regdst, alusrc, branch, memwrite,
                memtoreg,  aluop, jump, swplus} = controls;
  always_comb
    case(op)
      6'b000000: controls <= 10'b1100001000;  
      6'b100011: controls <= 10'b1010010000;  
      6'b101011: controls <= 10'b0010100000;  
      6'b000100: controls <= 10'b0001000100;  
      6'b001000: controls <= 10'b1010000000;  
      6'b000010: controls <= 10'b0000000010;  
      6'b101111: controls <= 10'b1010100001;  
      6'b111111: controls <= 10'b0000000000;  
      default:   controls <= 10'bxxxxxxxxxx;  
    endcase
endmodule
module aludec (input    logic[5:0] funct,
               input    logic[1:0] aluop,
               output   logic[2:0] alucontrol);
  always_comb
    case(aluop)
      2'b00: alucontrol  = 3'b010;   
      2'b01: alucontrol  = 3'b110;   
      default: case(funct)           
          6'b100000: alucontrol  = 3'b010;  
          6'b100010: alucontrol  = 3'b110;  
          6'b100100: alucontrol  = 3'b000;  
          6'b100101: alucontrol  = 3'b001;  
          6'b101010: alucontrol  = 3'b111;  
          default:   alucontrol  = 3'bxxx;  
        endcase
    endcase
endmodule
module datapath (input  logic clk, reset, memtoreg, pcsrc, alusrc, regdst,
                 input  logic regwrite, jump, swplus,
		 		 input  logic[2:0]  alucontrol, 
                 output logic zero, 
		 		 output logic[31:0] pc, 
	         	 input  logic[31:0] instr,
                 output logic[31:0] aluout, writedata, 
	         	 input  logic[31:0] readdata);
  logic [4:0]  writereg_prime, writereg;
  logic [31:0] pcnext, pcnextbr, pcplus4, pcbranch;
  logic [31:0] signimm, signimmsh, srca, srcb, result_prime, result;
  flopr #(32) pcreg(clk, reset, pcnext, pc);
  adder       pcadd1(pc, 32'b100, pcplus4);
  sl2         immsh(signimm, signimmsh);
  adder       pcadd2(pcplus4, signimmsh, pcbranch);
  mux2 #(32)  pcbrmux(pcplus4, pcbranch, pcsrc, pcnextbr);
  mux2 #(32)  pcmux(pcnextbr, {pcplus4[31:28], 
                    instr[25:0], 2'b00}, jump, pcnext);
  regfile     rf (clk, regwrite, instr[25:21], instr[20:16], writereg,
                   result, srca, writedata);
  mux2 #(5)   wrmux1 (instr[20:16], instr[15:11], regdst, writereg_prime); 
  mux2 #(5)   wrmux2 (writereg_prime, instr[25:21], swplus, writereg);
  mux2 #(32)  resmux1 (aluout, readdata, memtoreg, result_prime);
  mux2 #(32)  resmux2 (result_prime, srca + 4, swplus, result);
  signext     se (instr[15:0], signimm);
  mux2 #(32)  srcbmux (writedata, signimm, alusrc, srcb);
  alu         alu (srca, srcb, alucontrol, aluout, zero);
endmodule
module regfile (input    logic clk, we3, 
                input    logic[4:0]  ra1, ra2, wa3, 
                input    logic[31:0] wd3, 
                output   logic[31:0] rd1, rd2);
  logic [31:0] rf [31:0];
  always_ff @(posedge clk)
     if (we3) 
         rf [wa3] <= wd3;	
  assign rd1 = (ra1 != 0) ? rf [ra1] : 0;
  assign rd2 = (ra2 != 0) ? rf[ ra2] : 0;
endmodule
module alu(input  logic [31:0] a, b, 
           input  logic [2:0]  alucont, 
           output logic [31:0] result,
           output logic zero);
  logic [31:0] i0, i1, i2, i3, b_mux;
  mux2#(32) bmux(b, ~b, alucont[2], b_mux);
  assign i0 = a & b_mux;
  assign i1 = a | b_mux;
  assign i2 = a + b_mux + alucont[2];
  assign i3 = {{31{1'b0}}, i2[31]};   
  mux4#(32) resultmux(i0, i1, i2, i3, alucont[1:0], result);
  assign zero = (result == 0);
endmodule
module adder (input  logic[31:0] a, b,
              output logic[31:0] y);
     assign y = a + b;
endmodule
module sl2 (input  logic[31:0] a,
            output logic[31:0] y);
     assign y = {a[29:0], 2'b00};  
endmodule
module signext (input  logic[15:0] a,
                output logic[31:0] y);
  assign y = {{16{a[15]}}, a};     
endmodule
module flopr #(parameter WIDTH = 8)
              (input logic clk, reset, 
	       input logic[WIDTH-1:0] d, 
               output logic[WIDTH-1:0] q);
  always_ff@(posedge clk, posedge reset)
    if (reset) q <= 0; 
    else       q <= d;
endmodule
module mux2 #(parameter WIDTH = 8)
             (input  logic[WIDTH-1:0] d0, d1,  
              input  logic s, 
              output logic[WIDTH-1:0] y);
   assign y = s ? d1 : d0; 
endmodule
module mux4 #(parameter WIDTH = 8)
  			 (input logic  [WIDTH-1:0] d0, d1, d2, d3,
   			  input logic  [1:0] s,
   			  output logic [WIDTH-1:0] y);
  logic [WIDTH-1:0] y0, y1;
  mux2#(WIDTH) muxlo(d0, d1, s[0], y0);
  mux2#(WIDTH) muxhi(d2, d3, s[0], y1);
  mux2#(WIDTH) muxmid(y0, y1, s[1], y);
endmodule

===== /design/flow/run.sh =====
#!/bin/bash
# OpenROAD 26Q1-2900-gdf79404cd8, Yosys 0.63+post, stock flow scripts
make -C /OpenROAD-flow-scripts/flow DESIGN_CONFIG=/design/flow/config.mk WORK_HOME=/design/flow/orfs finish

==> flow_metrics.py <==
# Synthesis and PnR figures
metrics = {
    "setup_path": {
        "end_kind": "primary output",
        "worstRegToRegCells": 34,
        "cp_data_arrival_time_ns": 10.55,
        "path_class": "register to primary output",
        "cp_max_fo": 125,
        "worstPathRequired_ns": 63.84,
        "start_kind": "register",
        "r2r_slack_ns": 67.07,
    },
    "clock_tree": {
        "clock_path_buffers": 4,
        "postCtsSetupBuffers": 0,
        "root_buffer": "clkbuf_16",
        "holdBufCountCts": 0,
        "cts.sinks": 3096,
        "h-tree-depth": 5,
        "cts.repair.resized": 0,
        "clock_latency_ns": 0.93,
        "cts_tree": "built",
        "clkSlewWorstSetupHoldPaths_ns": 0.06,
        "numCtsBuffers": 326,
    },
    "synth": {
        "syn_area_per_cell_um2": 14.1,
        "ys_cells": 8993,
        "ys_sh_aoi_pct": 11.7,
        "yosysWarnings": 6,
        "yosysTopAreaCell": "edfxtp_1",
        "synthesis.area_um2": 127000,
        "ys.flop_type": "edfxtp_1",
        "ys_ff": 3096,
        "topCellsByArea": "edfxtp_1 72%, nand2_1 4.7%, a222oi_1 1.9%, nand3_1 1.8%, a311oi_1 1.5%",
        "edf_count": 3066,
        "logic_family": "AND-OR/OR-AND gates",
        "synthTopCellsByCount": "3066 x edfxtp_1, 1599 x nand2_1, 459 x nand3_1",
        "syn_inst": 8993,
        "ys_seq_share_pct": 73.0,
        "xor_share_pct": 0.882,
        "mux_share_pct": 0.967,
        "yosys-stat-area_um2": 127000,
        "synth.distinct_cells": 100,
        "simple_gate_share_pct": 9.93,
        "synth.cellmix.adderShare_pct": 0.987,
        "top_cell_area_share_pct": 72.4,
        "synthArstFlopShare_pct": 0.969,
        "top_cell": "edfxtp_1",
    },
    "detailed_routing": {
        "drtAntennaViolNets": 0,
        "dr.first_iter.drc_count": 7135,
        "drc": 0,
        "vias": 82500,
        "viasPerCell": 5.31,
        "wl_mm": 409,
        "dr.pass1.iters": 9,
        "routedWlPerCell_um": 26.3,
    },
    "job": {
        "cap_violations": 0,
        "warnings": 65,
    },
    "timing": {
        "fin_crit_ns": 26.51,
        "max_freq_ghz": 0.0377,
        "fin_crit_sh_pct": 33.2,
        "setup_viol": 0,
        "clock_skew_ns": 0.0973,
        "worstMarginPinSlew_ns": 1.14,
        "setup_tns_ns": 0,
        "holdWs_ns": 0.687,
        "maxSlewViolCount": 0,
        "slew_headroom_pct": 23.5,
        "rsz0062_at_grt": "no",
        "hold_viol": 0,
    },
    "power": {
        "leakagePower_nw": 52.4,
        "p_per_area_nw_per_um2": 21.7,
        "ir_worst_vdd_mv": 0.0175,
    },
    "final_layout": {
        "area_growth_pct": 17.0,
        "stdcell_area_um2": 149000,
        "final_cells": 15500,
        "drive_gt1_share_pct": 11.1,
    },
    "min_path": {
        "hold_class": "register to register",
        "worstHoldPathCells": 3,
    },
    "place": {
        "placed_area_um2": 139000,
        "port_buffers": 127,
        "dp_cells": 15000,
        "gp_congestion": 0.933,
        "dpl.hpwl_mm": 241,
    },
    "floorplan": {
        "core_um2": 421000,
        "rows": 238,
        "core_util_floorplan_pct": 30.2,
        "die_area_um2": 426000,
        "die_h_um": 653,
        "die_w_um": 653,
        "ios": 131,
    },
    "grt": {
        "grt_usage_pct": 20.1,
        "grt_start_max_net_pins": 126,
        "grt_pass1_vias": 83400,
        "grt_pass1_wl_mm": 586,
        "gr-total-overflow": 0,
        "antenna_found_initial": 13,
    },
    "outcome": {
        "outcome": "completed",
    },
}
[report_power, final]
group / leakage [nW] / total, mW / internal, mW / switching, mW
Combinational: 14.3 / 0.00693 / 0.00150 / 0.00542
Sequential: 33.3 / 1.77 / 1.77 / 0.00140
Clock: 4.90 / 1.44 / 0.818 / 0.624
Total: 52.4 / 3.22 / 2.59 / 0.630
[registers in the layout (all words and copies together), names as in the netlist]
name	cells
dmem.RAM	2048
mips.dp.pcreg.q	30
mips.dp.rf.rf	1018
[worst max-delay path: stages, from the launching register on]
cell	delay, ns
dfrtp_1	0.43
ha_1	0.62
nand2b_1	0.20
nor4_2	0.42
nor3_4	0.06
buf_4	0.32
inv_16	0.44
buf_4	0.71
buf_4	0.66
buf_4	0.56
nand2_1	0.11
and3_1	0.20
a311oi_1	0.24
a311oi_1	0.08
nor3_1	0.30
a21oi_1	0.12
nor2_4	0.12
buf_4	0.33
a21oi_1	0.15
xnor2_1	0.20
ha_1	0.46
nand2_1	0.12
nor3_1	0.47
nand2_1	0.09
o21ai_0	0.34
mux2_2	0.38
o21ai_0	0.56
clkdlybuf4s50_1	0.86
[area by class of cell]
type | count | area, µm²
fillers | 39500 | 272000
flip-flops and latches | 3096 | 92800
multi-input cells | 5618 | 34100
clock buffers | 389 | 8420
well taps | 5640 | 7060
repair buffers | 501 | 4180
clock inverters | 184 | 1570
inverters | 115 | 467
diodes | 5 | 12.5
[cells in the final DEF (no fill, tap or decap), types with 21 or more instances in the layout]
cell / count
edfxtp_1: 3066
nand2_1: 1592
conb_1: 479
nand3_1: 459
buf_4: 366
clkbuf_16: 327
a21oi_1: 302
a22oi_1: 254
a222oi_1: 236
a31oi_1: 227
a311oi_1: 220
and3_1: 197
a221oi_1: 168
nor2_1: 148
a22o_1: 129
clkdlybuf4s50_1: 127
nor2_4: 112
inv_1: 100
xnor2_1: 98
ha_1: 97
o21ai_0: 84
nor3_1: 82
mux2i_1: 80
clkinv_1: 70
clkinv_2: 66
o22ai_1: 62
clkbuf_1: 62
a211oi_1: 51
nand4_1: 39
xor2_1: 30
dfrtp_1: 30
a21o_1: 29
nor4_1: 27
nand2b_1: 23
nor2b_1: 22
mux2_2: 21
[worst paths after layout]
path	start	to
max	mips.dp.pcreg.q[2]	dataadr[24]
min	mips.dp.pcreg.q[22]	mips.dp.pcreg.q[22]
max reg2reg	mips.dp.pcreg.q[3]	mips.dp.rf.rf[20][29]
min reg2reg	mips.dp.pcreg.q[22]	mips.dp.pcreg.q[22]
max in group asynchronous	reset	mips.dp.pcreg.q[8]
min in group asynchronous	reset	mips.dp.pcreg.q[30]
[routing by layer]
layer  up-vias  GRT usage (%)  share of wire, %
li1      36300              -                 -
met1     40100           23.1                33
met2      5291           29.4                45
met3       838           13.5                16
met4        38           9.02               5.7
met5         -           1.06              0.15
[through the flow]
stage	setup WS [ns]	power [mW]	utilization [%]
2_1_floorplan	56.07	1.81	-
3_3_place_gp	54.25	1.81	32.9
3_5_place_dp	54.15	1.81	32.9
4_1_cts	53.19	3.24	35.3
5_1_grt	52.50	3.30	35.3
6_report	53.29	3.22	35.3
[logic make-up after synthesis]
| logic type | after synthesis |
|---|---|
| flip-flops | 3096 |
| AND/OR/NAND/NOR | 2837 |
| AND-OR/OR-AND | 1965 |
| buffers and inverters | 757 |
| XOR/XNOR | 128 |
| multiplexers | 110 |
| adder cells (fa/ha/maj) | 99 |
| other | 1 |
Power and IR drop assume default switching activity.
